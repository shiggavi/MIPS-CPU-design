--- /design/flow/config.mk ---
export PLATFORM = sky130hd
export DESIGN_NAME = EX_MEM
export DESIGN_NICKNAME = EX_MEM
export VERILOG_FILES = /design/flow/design.v
export SDC_FILE = /design/flow/constraint.sdc
export NUM_CORES = 4
export LEC_CHECK = 1
export CORE_AREA = 10 10 107 107
export DIE_AREA = 0 0 117 117
--- /design/flow/constraint.sdc ---
current_design EX_MEM

set clk_period 1.7
set clk_io_pct 0.2

create_clock -name clk0 -period $clk_period [get_ports {clk}]

set non_clock_inputs [all_inputs -no_clocks]
set_input_delay [expr $clk_period * $clk_io_pct] -clock clk0 $non_clock_inputs
set_output_delay [expr $clk_period * $clk_io_pct] -clock clk0 [all_outputs]
--- /design/flow/design.v ---
module dff (q, d, wen, clk, rst);
    output         q;  
    input          d;  
    input 	   wen;  
    input          clk;  
    input          rst;  
    reg            state;
    assign q = state;
    always @(posedge clk) begin
      state = rst ? 0 : (wen ? d : state);
    end
endmodule
module dflipflop_16bit (q, d, wen, clk, rst);
output [15:0] q; 
input [15:0] d; 
input wen; 
input clk; 
input rst;
dff dff0(.q(q[0]), .d(d[0]), .wen(wen), .clk(clk), .rst(rst));
dff dff1(.q(q[1]), .d(d[1]), .wen(wen), .clk(clk), .rst(rst));
dff dff2(.q(q[2]), .d(d[2]), .wen(wen), .clk(clk), .rst(rst));
dff dff3(.q(q[3]), .d(d[3]), .wen(wen), .clk(clk), .rst(rst));
dff dff4(.q(q[4]), .d(d[4]), .wen(wen), .clk(clk), .rst(rst));
dff dff5(.q(q[5]), .d(d[5]), .wen(wen), .clk(clk), .rst(rst));
dff dff6(.q(q[6]), .d(d[6]), .wen(wen), .clk(clk), .rst(rst));
dff dff7(.q(q[7]), .d(d[7]), .wen(wen), .clk(clk), .rst(rst));
dff dff8(.q(q[8]), .d(d[8]), .wen(wen), .clk(clk), .rst(rst));
dff dff9(.q(q[9]), .d(d[9]), .wen(wen), .clk(clk), .rst(rst));
dff dff10(.q(q[10]), .d(d[10]), .wen(wen), .clk(clk), .rst(rst));
dff dff11(.q(q[11]), .d(d[11]), .wen(wen), .clk(clk), .rst(rst));
dff dff12(.q(q[12]), .d(d[12]), .wen(wen), .clk(clk), .rst(rst));
dff dff13(.q(q[13]), .d(d[13]), .wen(wen), .clk(clk), .rst(rst));
dff dff14(.q(q[14]), .d(d[14]), .wen(wen), .clk(clk), .rst(rst));
dff dff15(.q(q[15]), .d(d[15]), .wen(wen), .clk(clk), .rst(rst));
endmodule
module dflipflop_4bit (q, d, wen, clk, rst);
output [3:0] q; 
input [3:0] d; 
input wen; 
input clk; 
input rst;
dff dff0(.q(q[0]), .d(d[0]), .wen(wen), .clk(clk), .rst(rst));
dff dff1(.q(q[1]), .d(d[1]), .wen(wen), .clk(clk), .rst(rst));
dff dff2(.q(q[2]), .d(d[2]), .wen(wen), .clk(clk), .rst(rst));
dff dff3(.q(q[3]), .d(d[3]), .wen(wen), .clk(clk), .rst(rst));
endmodule
module dflipflop_3bit (q, d, wen, clk, rst);
output [2:0] q; 
input [2:0] d; 
input wen; 
input clk; 
input rst;
dff dff0(.q(q[0]), .d(d[0]), .wen(wen), .clk(clk), .rst(rst));
dff dff1(.q(q[1]), .d(d[1]), .wen(wen), .clk(clk), .rst(rst));
dff dff2(.q(q[2]), .d(d[2]), .wen(wen), .clk(clk), .rst(rst));
endmodule
module IF_ID(clk, rst_n, stall_data_miss, Inst, pc, IF_Flush, stall, hlt, IF_ID_Inst, IF_ID_next_pc, IF_ID_hlt);
input clk;
input rst_n;
input stall_data_miss;
input[15:0] Inst;
input[15:0] pc;
input IF_Flush;
input stall;
input hlt;
output[15:0] IF_ID_Inst;
output[15:0] IF_ID_next_pc;  
output IF_ID_hlt;
wire [15:0] Inst_imm;  
wire hlt_imm;
dflipflop_16bit inst (.q(IF_ID_Inst), .d(Inst_imm), .wen(~(stall|stall_data_miss)), .clk(clk), .rst(~rst_n));
dflipflop_16bit PC (.q(IF_ID_next_pc), .d(pc), .wen(~(stall|stall_data_miss)), .clk(clk), .rst(~rst_n));
dff halt(.q(IF_ID_hlt), .d(hlt_imm), .wen(~(stall|stall_data_miss)), .clk(clk), .rst(~rst_n));
assign Inst_imm = IF_Flush ? (16'h0000) :(Inst);
assign hlt_imm = IF_Flush ? (1'b0) : hlt;
endmodule
module ID_EX(clk, rst_n, stall_data_miss, opcode, SrcData1, SrcData2, imm_4bit, sign_ext, SrcReg1, SrcReg2, DstReg, ID_Flush, RegWrite, MemRead, MemWrite, MemtoReg, IF_ID_next_pc, flag_br_checker, IF_ID_hlt,
ID_EX_RegWrite, ID_EX_MemRead, ID_EX_MemWrite, ID_EX_MemtoReg, ID_EX_RegVal1, ID_EX_RegVal2, ID_EX_sign_ext, ID_EX_RsAddr, ID_EX_RtAddr, ID_EX_RdAddr, ID_EX_imm_4bit, ID_EX_opcode, ID_EX_next_pc, ID_EX_flag_br_checker, ID_EX_hlt);
input clk, rst_n, stall_data_miss, ID_Flush;
input [3:0] opcode;
input [3:0] imm_4bit;
input [15:0] SrcData1, SrcData2, sign_ext;
input [3:0] SrcReg1, SrcReg2, DstReg; 
input RegWrite, MemRead, MemWrite, MemtoReg;
input [15:0] IF_ID_next_pc;
input flag_br_checker;
input IF_ID_hlt;
output ID_EX_RegWrite, ID_EX_MemRead, ID_EX_MemWrite, ID_EX_MemtoReg;
output [15:0] ID_EX_RegVal1, ID_EX_RegVal2, ID_EX_sign_ext;
output [3:0] ID_EX_RsAddr, ID_EX_RtAddr, ID_EX_RdAddr, ID_EX_imm_4bit;
output [3:0] ID_EX_opcode;
output [15:0] ID_EX_next_pc;
output ID_EX_flag_br_checker;
output ID_EX_hlt;
wire ID_EX_RegWrite_imm, ID_EX_MemRead_imm, ID_EX_MemWrite_imm, ID_EX_MemtoReg_imm;
assign ID_EX_RegWrite_imm = ID_Flush ? (1'b0) : (RegWrite);
assign ID_EX_MemRead_imm = ID_Flush ? (1'b0) : (MemRead);
assign ID_EX_MemWrite_imm = ID_Flush ? (1'b0) : (MemWrite);
assign ID_EX_MemtoReg_imm = ID_Flush ? (1'b0) : (MemtoReg);
dff regwr(.q(ID_EX_RegWrite), .d(ID_EX_RegWrite_imm), .wen(~stall_data_miss), .clk(clk), .rst(~rst_n));
dff memrd(.q(ID_EX_MemRead), .d(ID_EX_MemRead_imm), .wen(~stall_data_miss), .clk(clk), .rst(~rst_n));
dff memwr(.q(ID_EX_MemWrite), .d(ID_EX_MemWrite_imm), .wen(~stall_data_miss), .clk(clk), .rst(~rst_n));
dff memreg(.q(ID_EX_MemtoReg), .d(ID_EX_MemtoReg_imm), .wen(~stall_data_miss), .clk(clk), .rst(~rst_n));
dflipflop_16bit Data0 (.q(ID_EX_RegVal1), .d(SrcData1), .wen(~stall_data_miss), .clk(clk), .rst(~rst_n));
dflipflop_16bit Data1 (.q(ID_EX_RegVal2), .d(SrcData2), .wen(~stall_data_miss), .clk(clk), .rst(~rst_n));
dflipflop_16bit pc (.q(ID_EX_next_pc), .d(IF_ID_next_pc), .wen(~stall_data_miss), .clk(clk), .rst(~rst_n));
dflipflop_4bit imm (.q(ID_EX_imm_4bit), .d(imm_4bit), .wen(~stall_data_miss), .clk(clk), .rst(~rst_n));
dflipflop_16bit sgn (.q(ID_EX_sign_ext), .d(sign_ext), .wen(~stall_data_miss), .clk(clk), .rst(~rst_n));
dflipflop_4bit Data2 (.q(ID_EX_RsAddr), .d(SrcReg1), .wen(~stall_data_miss), .clk(clk), .rst(~rst_n));
dflipflop_4bit Data3 (.q(ID_EX_RtAddr), .d(SrcReg2), .wen(~stall_data_miss), .clk(clk), .rst(~rst_n));
dflipflop_4bit Data4 (.q(ID_EX_RdAddr), .d(DstReg), .wen(~stall_data_miss), .clk(clk), .rst(~rst_n));
dflipflop_4bit Data5 (.q(ID_EX_opcode), .d(opcode), .wen(~stall_data_miss), .clk(clk), .rst(~rst_n));
dflipflop_4bit op (.q(ID_EX_opcode), .d(opcode), .wen(~stall_data_miss), .clk(clk), .rst(~rst_n));
dff flag(.q(ID_EX_flag_br_checker), .d(flag_br_checker), .wen(~stall_data_miss), .clk(clk), .rst(~rst_n));
dff halt_0(.q(ID_EX_hlt), .d(IF_ID_hlt), .wen(~stall_data_miss), .clk(clk), .rst(~rst_n));
endmodule
module EX_MEM(clk, rst_n, stall_data_miss, ID_EX_RegWrite, ID_EX_MemRead, ID_EX_MemWrite, ID_EX_MemtoReg, ALUOut, ID_EX_RdAddr, MemData, ID_EX_flag_br_checker, flag_wen, flags_in, ID_EX_hlt,
EX_MEM_RegWrite, EX_MEM_MemRead, EX_MEM_MemWrite, EX_MEM_MemtoReg, EX_MEM_MemData, EX_MEM_RdAddr, EX_MEM_ALUOut, EX_MEM_flag_br_checker, EX_MEM_flags, EX_MEM_hlt);
input clk;
input rst_n;
input stall_data_miss;
input ID_EX_RegWrite, ID_EX_MemRead, ID_EX_MemWrite, ID_EX_MemtoReg;
input [15:0] ALUOut;
input [3:0] ID_EX_RdAddr;
input [15:0] MemData;
input ID_EX_flag_br_checker;
input flag_wen;
input [2:0] flags_in;
input ID_EX_hlt;
output EX_MEM_RegWrite, EX_MEM_MemRead, EX_MEM_MemWrite, EX_MEM_MemtoReg;
output [15:0] EX_MEM_MemData;
output [3:0] EX_MEM_RdAddr;
output [15:0] EX_MEM_ALUOut;
output EX_MEM_flag_br_checker;
output [2:0] EX_MEM_flags;
output EX_MEM_hlt;
dff RegWrt(.q(EX_MEM_RegWrite), .d(ID_EX_RegWrite), .wen(~stall_data_miss), .clk(clk), .rst(~rst_n));
dff MemRead(.q(EX_MEM_MemRead), .d(ID_EX_MemRead), .wen(~stall_data_miss), .clk(clk), .rst(~rst_n));
dff MemWrt(.q(EX_MEM_MemWrite), .d(ID_EX_MemWrite), .wen(~stall_data_miss), .clk(clk), .rst(~rst_n));
dff MemtoRg(.q(EX_MEM_MemtoReg), .d(ID_EX_MemtoReg), .wen(~stall_data_miss), .clk(clk), .rst(~rst_n));
dflipflop_16bit mem (.q(EX_MEM_MemData), .d(MemData), .wen(~stall_data_miss), .clk(clk), .rst(~rst_n));
dflipflop_16bit aluout (.q(EX_MEM_ALUOut), .d(ALUOut), .wen(~stall_data_miss), .clk(clk), .rst(~rst_n));
dflipflop_4bit Rd (.q(EX_MEM_RdAddr), .d(ID_EX_RdAddr), .wen(~stall_data_miss), .clk(clk), .rst(~rst_n));
dff flag_1(.q(EX_MEM_flag_br_checker), .d(ID_EX_flag_br_checker), .wen(~stall_data_miss), .clk(clk), .rst(~rst_n));
dflipflop_3bit flag_reg(.q(EX_MEM_flags), .d(flags_in), .wen(flag_wen & ~stall_data_miss), .clk(clk), .rst(~rst_n));
dff halt_1(.q(EX_MEM_hlt), .d(ID_EX_hlt), .wen(~stall_data_miss), .clk(clk), .rst(~rst_n));
endmodule
module MEM_WB(clk, rst_n, stall_data_miss, EX_MEM_RegWrite, EX_MEM_MemtoReg, EX_MEM_ALUOut, Dmem_out, EX_MEM_RdAddr, EX_MEM_flags, EX_MEM_hlt, EX_MEM_flag_br_checker,
MEM_WB_RegWrite, MEM_WB_MemtoReg, MEM_WB_ALUOut, MEM_WB_DmemOut, MEM_WB_RdAddr, MEM_WB_flags, MEM_WB_hlt, MEM_WB_flag_br_checker);
input clk;
input rst_n;
input stall_data_miss;
input EX_MEM_RegWrite, EX_MEM_MemtoReg;
input [15:0] EX_MEM_ALUOut, Dmem_out;
input [3:0] EX_MEM_RdAddr;
input EX_MEM_flag_br_checker;
input [2:0] EX_MEM_flags;
input EX_MEM_hlt;
output MEM_WB_RegWrite, MEM_WB_MemtoReg;
output [15:0] MEM_WB_ALUOut, MEM_WB_DmemOut;
output [3:0] MEM_WB_RdAddr;
output MEM_WB_flag_br_checker;
output [2:0] MEM_WB_flags;
output MEM_WB_hlt;
dff RegWrt(.q(MEM_WB_RegWrite), .d(EX_MEM_RegWrite), .wen(~stall_data_miss), .clk(clk), .rst(~rst_n));
dff MemtoReg(.q(MEM_WB_MemtoReg), .d(EX_MEM_MemtoReg), .wen(~stall_data_miss), .clk(clk), .rst(~rst_n));
dflipflop_16bit dmemout (.q(MEM_WB_DmemOut), .d(Dmem_out), .wen(~stall_data_miss), .clk(clk), .rst(~rst_n));
dflipflop_16bit aluout (.q(MEM_WB_ALUOut), .d(EX_MEM_ALUOut), .wen(~stall_data_miss), .clk(clk), .rst(~rst_n));
dflipflop_4bit Rd (.q(MEM_WB_RdAddr), .d(EX_MEM_RdAddr), .wen(~stall_data_miss), .clk(clk), .rst(~rst_n));
dflipflop_3bit flag_reg_2(.q(MEM_WB_flags), .d(EX_MEM_flags), .wen(~stall_data_miss), .clk(clk), .rst(~rst_n));
dff halt_2(.q(MEM_WB_hlt), .d(EX_MEM_hlt), .wen(~stall_data_miss), .clk(clk), .rst(~rst_n));
dff br_flag(.q(MEM_WB_flag_br_checker), .d(EX_MEM_flag_br_checker), .wen(~stall_data_miss), .clk(clk), .rst(~rst_n));
endmodule
--- /design/flow/run.sh ---
#!/bin/bash
# OpenROAD 26Q1-2900-gdf79404cd8, Yosys 0.63+post, stock flow scripts
make -C /OpenROAD-flow-scripts/flow DESIGN_CONFIG=/design/flow/config.mk WORK_HOME=/design/flow/orfs finish
==> tab_implementation.tex <==
% Implementation results table
\begin{tabular}{lr}
\hline
Metric & Value \\
\hline
\multicolumn{2}{l}{\textbf{Power}} \\
\quad Power density relative to cell area & 769.7 nW/µm² \\
\quad Post-layout total power & 2.183 mW \\
\quad Worst vdd ir & 0.0003191 V \\
\quad P\_leak & 1.133 nW \\
\multicolumn{2}{l}{\textbf{Placed design}} \\
\quad Final weighted congestion in routability-driven placement & 0.6809 \\
\quad Placed standard-cell area & 2750 µm² \\
\quad Half-perimeter wire length after detailed placement & 3.411 mm \\
\quad Number of buffers inserted by port buffering & 93 \\
\multicolumn{2}{l}{\textbf{Routing}} \\
\quad Overall via count from detail\_route & 1,315 \\
\quad Wire length per cell & 12.58 µm \\
\quad Remaining design rule violation count & 0 \\
\quad Total detailed-routing wirelength & 4.441 mm \\
\quad Antenna diode count & 0 \\
\quad First-pass iteration count of the detailed router & 2 \\
\quad DR iter-0 viols & 37 \\
\quad Average via count per standard cell & 3.725 \\
\quad Count of nets left with antenna violations after detail routing & 0 \\
\multicolumn{2}{l}{\textbf{Worst setup path}} \\
\quad Kind of critical path & flip-flop to output port \\
\quad Required time of the critical path & 1360 ps \\
\quad Crit path buf inv count & 1 \\
\quad Arrival time of data at the critical path endpoint & 1130 ps \\
\quad Cell Chain, Critical Path & clkdlybuf4s50\_1 \\
\quad Worst-path fanout max & 2 \\
\quad Cell family contributing the most delay on the critical path & buffers and inverters \\
\quad Largest stage delay on the critical path & 510 ps \\
\quad Slowest cell on the critical path & clkdlybuf4s50\_1 \\
\quad Endpoint class of the critical path & output port \\
\quad Crit start category & flip-flop \\
\multicolumn{2}{l}{\textbf{Yosys}} \\
\quad Synthesized cell area & 2042 µm² \\
\quad Post-Synthesis Cells & 188 \\
\quad Average cell area after synthesis & 10.86 µm² \\
\quad Leading area contributor after synthesis & dfxtp\_1 \\
\quad Count of state elements after synthesis & 45 \\
\quad Number of distinct standard cells referenced by the synthesized netlist & 11 \\
\quad Area reported by Yosys stat & 2042 µm² \\
\quad Fraction of synthesis flops using an asynchronous set or reset pin & 0\% \\
\quad Flip-flops with a built-in enable & 0 \\
\quad Largest type area fraction & 44.12\% \\
\quad Tally of yosys warning messages & 1 \\
\quad Number of cells in the yosys synthesis report & 188 \\
\quad Register area share after synthesis & 44.12\% \\
\quad Top cells by area & dfxtp\_1, mux2i\_1, buf\_4 \\
\quad Leading register cell type out of synthesis & dfxtp\_1 \\
\quad Synth cell count leaders & dfxtp\_1, mux2i\_1, nor2b\_1, buf\_4, nand2\_1 \\
\multicolumn{2}{l}{\textbf{Final timing}} \\
\quad Worst Tran Pin Value & 312.8 ps \\
\quad Setup skew after layout & 0 ps \\
\quad Number of max-slew violations in the final report & 0 \\
\quad Number of hold violations in the final report & 0 \\
\quad Hold Worst Slack & 463.7 ps \\
\quad RSZ-0062 raised after global routing & no \\
\quad Sum Neg Setup Slack & 0 ps \\
\quad F\_max & 678.8 MHz \\
\quad Post-route clock period utilization & 86.66\% \\
\quad Setup-failing EPs final & 0 \\
\quad Min Tclk post-route & 1473 ps \\
\quad Worst slew margin relative to its limit & 79.14\% \\
\multicolumn{2}{l}{\textbf{Global route}} \\
\quad Initial antenna violation count & 0 \\
\quad Pin count of the biggest net entering global routing & 44 \\
\quad All-layer global routing usage & 6.191\% \\
\quad Congestion Overflow GR & 0 \\
\quad Wire length of the first global-routing pass & 6.837 mm \\
\quad Number of global-route vias before repair & 1,323 \\
\multicolumn{2}{l}{\textbf{Floorplan}} \\
\quad Top-level port count & 94 \\
\quad Standard-cell rows & 35 \\
\quad Placeable core region & 9196 µm² \\
\quad Vertical die dimension & 117 µm \\
\quad Initial Utilization & 22.20\% \\
\quad Die span in x & 117 µm \\
\quad Area of the chip & 13,690 µm² \\
\multicolumn{2}{l}{\textbf{Layout}} \\
\quad Layout cells sized above 1 & 4.545\% \\
\quad Final core utilization & 30.84\% \\
\quad Synth-to-layout area growth & 38.91\% \\
\quad Final non-filler cell area & 2836 µm² \\
\multicolumn{2}{l}{\textbf{CTS}} \\
\quad Number of buffers added by the clock tree synthesis step & 5 \\
\quad CTS tree & built \\
\quad Clk Latency, worst-skew pair & 290 ps \\
\quad Clock slew at the register clock pins of the worst setup and hold paths & 80 ps \\
\quad Worst-case clock buffer depth & 2 \\
\quad Total setup buffers inserted after CTS & 0 \\
\quad Post-cts resize count & 0 \\
\quad CTS Sinks & 45 \\
\quad Number of H-tree levels & 2 \\
\quad Number of buffers inserted for hold repair after clock tree synthesis & 0 \\
\quad Root buf cell & clkbuf\_8 \\
\multicolumn{2}{l}{\textbf{Job}} \\
\quad Total tool warning count & 25 \\
\quad Maxcap violations & 0 \\
\multicolumn{2}{l}{\textbf{Min path}} \\
\quad Worst min-delay path category & flip-flop to flip-flop \\
\multicolumn{2}{l}{\textbf{Run status}} \\
\quad Outcome & finished, final reports clean \\
\hline
\end{tabular}
==> metrics by stage <==
stage          instances  setup WS (ps)
2_1_floorplan        188          708.0
6_report             353          226.8
4_1_cts              353          199.0
3_3_place_gp         346          397.2
5_1_grt              353          165.3
3_5_place_dp         346          375.5
==> cells in the final DEF (no fill, tap or decap), drive strengths merged <==
cell           count
nand2              6
mux2i             45
nor2b             43
buf                4
clkdlybuf4s50     92
dfxtp             45
clkbuf             7
==> logic make-up (layout without fill, tap and decap cells) <==
| group | Yosys count | in the layout | share of synthesized area [%] |
|---|---|---|---|
| buffers and inverters | 49 | 103 | 19.18 |
| DFF | 45 | 45 | 44.12 |
| and+or+nand+nor | 49 | 49 | 14.64 |
| muxes | 45 | 45 | 22.06 |
==> power breakdown <==
group          leakage [nW]  switching (mW)  total (mW)  internal, mW
clock                0.0443           0.341       0.664         0.323
sequential            0.371          0.0294        1.15          1.12
combinational         0.718          0.0989       0.374         0.275
==> path summary, 6_finish.rpt <==
check                 startpoint             endpoint  slack [ps]  cells past startpoint
max reg2reg       mem.dff4.state       mem.dff4.state        1080                      2
min reg2reg  flag_reg.dff2.state  flag_reg.dff2.state         460                      2
min          flag_reg.dff2.state  flag_reg.dff2.state         460                      2
max          flag_reg.dff2.state      EX_MEM_flags[2]         230                      1
==> metal layers <==
metal	share of wire, %	vias to the layer above	GRT usage, %	routed length, µm
li1	-	671	-	-
met1	41	591	7.725	1819
met2	47	48	10.27	2080
met3	10	5	2.219	453
met4	2.0	0	0.9885	89
met5	0	-	0	0
==> area by class of cell <==
cell class	instances	area, µm²
clock buffers	7	86.33
fillers	935	6360
multi-input cells	94	749.5
flip-flops and latches	45	900.9
well taps	111	138.9
repair buffers	96	960.9
No activity file was given, so power comes from the tool's default toggle rates.
